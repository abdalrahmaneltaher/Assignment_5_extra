**run.sh**
```bash
#!/bin/bash
# OpenROAD 26Q1-2900-gdf79404cd8, Yosys 0.63+post, stock flow scripts
make -C /OpenROAD-flow-scripts/flow DESIGN_CONFIG=/design/flow/config.mk WORK_HOME=/design/flow/orfs finish
```
**config.mk**
```make
export PLATFORM = sky130hd
export DESIGN_NAME = detect_010
export DESIGN_NICKNAME = detect_010
export VERILOG_FILES = /design/flow/design.v
export SDC_FILE = /design/flow/constraint.sdc
export NUM_CORES = 4
export LEC_CHECK = 1
export CORE_AREA = 10 10 70 70
export DIE_AREA = 0 0 80 80
```
**constraint.sdc**
```tcl
current_design detect_010

set clk_period 1.7
set clk_io_pct 0.2

create_clock -name clk0 -period $clk_period [get_ports {clk}]

set non_clock_inputs [all_inputs -no_clocks]
set_input_delay [expr $clk_period * $clk_io_pct] -clock clk0 $non_clock_inputs
set_output_delay [expr $clk_period * $clk_io_pct] -clock clk0 [all_outputs]
```
**design.v**
```verilog
module detect_010(X,clk,rst,Y,count);
parameter IDLE =2'b00 ;
parameter ZERO = 2'b01 ;
parameter ONE = 2'b10 ;
parameter STORE = 2'b11 ;
input X,clk,rst;
output reg Y;
output reg [9:0] count;
reg [1:0] cs , ns;
always @(*) begin
    case (cs)
        IDLE:
            begin
                if(X)
                    ns = IDLE;
                else
                    ns = ZERO;
            end  
        ZERO:
            begin
                if(X)
                    ns = ONE;
                else
                    ns = ZERO; 
            end
        ONE:
            begin
                if(X)
                    ns = IDLE;
                else
                    ns = STORE;
            end
        STORE:
            begin
                if(X)
                    ns = IDLE;
                else
                    ns = ZERO;
            end
        default: ns = IDLE ;
    endcase
end
always @(posedge clk or posedge rst ) begin
    if(rst)
        cs <= IDLE;
    else
        cs <= ns ; 
end
always @(posedge clk or posedge rst ) begin
    if (rst)begin
        count <= 0;
        Y <= 0;
    end
    else begin
        case (cs)
            IDLE  : Y <= 0 ;
            ZERO  : Y <= 0 ;
            ONE   : Y <= 0 ;
            STORE :
                begin
                    Y <= 1 ;
                    count <= count+1;
                end
        endcase
    end
end
endmodule
```
==> run summary <==
On the backend side, the flow ran end to end.

Per the CTS log, the root buffer master is sky130_fd_sc_hd__clkbuf_4. The final report lists the setup-violating endpoint count as 0. The chip area line in the Yosys stat output reads 619 um2.

The multi-input combinational cells in the finished layout cover a total of 224 um2. The synthesized area per cell stands at between 10 and 15 um2. The number of buffers created by CTS stands at 3. The worst stage delay on the critical path stands at 0.52 ns. The post-synth tally of flip-flops with integrated enable stands at 0. After floorplanning, the core was sized to cover 0.00342 mm2. The global routing report lists combined usage of all routing layers as 3.63%.

The highest fanout seen on the critical path stands at 5. Setup slack closes at 0.106 ns. The half-perimeter wire length after placement stands at 919 um. STA on the placed design reports a worst setup slack of between 0.3 and 0.4 ns. In the setup report, the worst path falls into the class flip-flop to primary output.

STA classifies the critical path startpoint as a flip-flop. The setup slack of the worst register-to-register path stands at 0.47 ns. The count of synthesis-stage warnings from yosys stands at 1.

The longest clock path from root to sink contains 2 buffers. The number of cell instances after yosys synthesis stands at 47. The script logs the ratio of routed vias to standard cells as 3.51. The final sum of negative setup slack stands at 0 ns. For this block, the initial DRC count from the detailed router was 1. The max-slew headroom at the worst pin stands at 63.7%. The total wire length after detailed routing stands at 1.12 mm. The script computed a power per unit cell area of approximately 910 mW/mm2. The number of antenna violations at the first check in global routing stands at 0. The I/O pin count stands at 14. The total overflow left after global routing is 0. Post-route period utilization is reported as 93.8%. The sequential cell area fraction in the yosys report stands at around 60%.

The pin count of the biggest net entering global routing stands at 16. Row generation in the floorplan step produced 21 rows. The run reported a max-capacitance violation count of 0. After synthesis, the cell types taking the most area are sky130_fd_sc_hd__dfrtp_1 57%, sky130_fd_sc_hd__xnor2_1 8.5%, sky130_fd_sc_hd__dfstp_2 4.2%. The maximum ir drop on the vdd rail stands at 0.534 mV. The time the worst path needs with I/O delays and setup stands at 1.59 ns. The most common cell in the synthesized netlist is sky130_fd_sc_hd__dfrtp_1.

The die width stands at about 80 um. Gates resized during post-CTS repair numbered 0. The insertion delay of the later-clocked pin in the worst-skew pair stands at 0.28 ns. The data required time at the worst endpoint stands at roughly 1.4 ns. The placer congestion estimate stands at 0.699. The worst setup path is captured at a primary output.

The via count stands at between 300 and 400. The number of max-slew violations in the final report stands at 0. After synthesis, the largest area contributor takes up 56.6% of total cell area. The achievable clock frequency stands at 0.627 GHz.

The kind of cell with the highest combined delay along the critical path is buffers and inverters. From synthesis to final layout, the design area changed by 33.5%. The critical path's slowest stage uses the library cell sky130_fd_sc_hd__clkdlybuf4s50_1. The leakage dissipation stands at 0.371 nW.

The die is 80 um tall. The count of nets left with antenna violations once routing finished came out at 0. Listed in order, past its start point the critical path passes clkdlybuf4s50_1. The synthesized instance count stands at 47. In this run, synthesis produced a sequential element count of 15. STA reports the tightest min-delay check as being of type input port to asynchronous set/reset pin. Summed over all instances, the cell type with the most area after synthesis is sky130_fd_sc_hd__dfrtp_1. The floorplan step records an initial core utilization of 18.1%. The capture point of the worst register-to-register path is recorded as count[6]. The number of hold buffers added after CTS was 0. The die area stands at 0.00640 mm2.

The number of fill cells stands at 374. The post-CTS setup buffer count stands at 0. The flow ran to the end, and the final reports show no timing, DRC or antenna violations. The number of warnings in the stage logs stands at 25.

Counting endpoints that fail hold in the final report gives 0. The arrival time of data at the critical path endpoint stands at 1.25 ns. The worst-case clock skew stands at 0.0101 ns. Cells with a size suffix above 1 make up ~14% of the layout. The first global-routing pass estimated between 1.5 and 2 mm of wire. Counting distinct cell types in the post-synthesis netlist gives 19. The via count of the first global-routing pass is between 300 and 400. The total buffers and inverters traversed by the critical path stands at 1.

The repair_antennas step left the layout with diodes totalling 0. The clock transition time at the flip-flop clock pins of the worst setup and hold paths stands at about 0.090 ns. In the routed design, unresolved DRC markers number 0. Per the detailed placement report, the placed cell area equals 800 um2. Per STA, the startpoint of the critical path is count[2]. The first-pass detailed-route iteration total stands at 2. The design area stands at around 830 um2.

For this sky-water flow run, the detailed-routed wirelength per cell is reported as 10.3 um. The count of buffers from port buffering stands at 13. In this run the worst setup path terminates at count[2]. Registers take 377 um2. Per the synth stats, the proportion of register bits with asynchronous set or reset is 100%. In the synthesized netlist, the cells that appear most often are 14 x sky130_fd_sc_hd__dfrtp_1, 6 x sky130_fd_sc_hd__xnor2_1.

STA lists the startpoint of the worst register-to-register path as count[0]. TritonCTS built the clock tree. In the synthesized netlist the dominant register cell turns out to be sky130_fd_sc_hd__dfrtp_1.

Looking at the max-slew report, the worst-margin pin has a slew of between 0.5 and 0.6 ns. The number of H-tree branching levels stands at 1. Setup repair after global routing left no endpoint under its margin. The mapped cell area stands at between 600 and 700 um2.

The cell depth of the worst setup path stands at 1. The final hold slack stands at 0.409 ns. The report puts the cell count of the worst reg-to-reg path at 4. The clock net in this run drives a total of 15 sinks.
## kinds of logic after synthesis
logic type                 Yosys count  share of synthesized area (%)
and+or+nand+nor                     16                           18.2
DFF                                 15                           60.8
xor gates and xnor gates             9                           12.7
buffers and inverters                4                           3.03
AOI/OAI and AO/OA                    1                           1.41
muxes                                1                           1.82
adders and majority gates            1                           2.02
## registers in the layout, summed over array words and instances (netlist names)
register / flops
count: 10
cs: 4
Y: 1
## layer usage
layer / GRT usage, % / routed length, um / up-vias
met5: 0 / 0 / -
met4: 0.176 / 0 / 0
met3: 1.93 / 78 / 0
met2: 5.14 / 474 / 11
met1: 5.02 / 569 / 179
li1: - / - / 193
## layout by cell type (no fill, tap or decap)
cell and n:
sky130_fd_sc_hd__nand3_1 1, sky130_fd_sc_hd__and3_2 1, sky130_fd_sc_hd__nand4_1 2, sky130_fd_sc_hd__nand4_4 1, sky130_fd_sc_hd__nor4_4 1, sky130_fd_sc_hd__dfstp_2 1
sky130_fd_sc_hd__nor3_1 2, sky130_fd_sc_hd__inv_1 3, sky130_fd_sc_hd__nor2b_1 1, sky130_fd_sc_hd__xor2_1 3, sky130_fd_sc_hd__o31a_1 1, sky130_fd_sc_hd__ha_1 1
sky130_fd_sc_hd__nor2_1 3, sky130_fd_sc_hd__clkbuf_4 3, sky130_fd_sc_hd__xnor2_1 6, sky130_fd_sc_hd__clkinv_2 1, sky130_fd_sc_hd__and2_1 1, sky130_fd_sc_hd__mux2_2 1
sky130_fd_sc_hd__nand2_1 3, sky130_fd_sc_hd__dfrtp_1 14, sky130_fd_sc_hd__clkdlybuf4s50_1 13
## worst min path at each step
stage / from / end / cells after the start / slack (ns)
finish: rst / Y / 2 / 0.41
global route: rst / Y / 2 / 0.44
CTS: rst / count[4] / 2 / 0.42
## layout make-up
cell class	instances	share of cell area (%)
clock buffers	3	2.72
clock inverters	1	0.605
inverters	3	1.36
multi-input cells	28	27.1
flip-flops and latches	15	45.5
well taps	46	6.96
repair buffers	13	15.7
## metrics by stage
stage / utilization, % / instances / power (mW)
floorplan: - / 47 / 0.488
global placement: 23.4 / 105 / 0.563
detailed placement: 23.4 / 105 / 0.569
CTS: 24.2 / 109 / 0.765
global route: 24.2 / 109 / 0.805
finish: 24.2 / 109 / 0.751
## power by group
group          switching (mW)  internal, mW  total (mW)
clock                   0.104        0.0871       0.191
combinational          0.0322        0.0795       0.112
sequential             0.0544         0.394       0.448
total                   0.190         0.561       0.751
Power is estimated from default activity; no workload was simulated.
