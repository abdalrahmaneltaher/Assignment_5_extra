==> flow/design.v <==
module seq_detector(clk,rst,in,y);
    parameter  S0 = 2'b00 ;
    parameter  S1 = 2'b01 ;
    parameter  S2 = 2'b10 ;
    parameter  S3 = 2'b11 ;
    input clk,rst,in;
    output y;
    reg [1:0] cs,ns;
    always @(*) begin
        case (cs)
            S0:
                begin
                    if(in)
                        ns = S1;
                    else
                        ns = S0;
                end
            S1:
                begin
                    if(in)
                        ns = S2;
                    else
                        ns = S1;
                end
            S2:
                begin
                    if(in)
                        ns = S3;
                    else
                        ns = S2;
                end
            S3:
                begin
                    if(in)
                        ns = S1;
                    else
                        ns = S0;
                end
            default: ns =S0;
        endcase
    end
    always @(posedge clk or posedge rst) begin
        if(rst)
            cs<=S0;
        else
            cs<=ns;
    end
    assign y = (cs ==S2 && in )? 1:0;
endmodule
==> flow/run.sh <==
#!/bin/bash
# OpenROAD 26Q1-2900-gdf79404cd8, Yosys 0.63+post, stock flow scripts
make -C /OpenROAD-flow-scripts/flow DESIGN_CONFIG=/design/flow/config.mk WORK_HOME=/design/flow/orfs finish
==> flow/config.mk <==
export PLATFORM = sky130hd
export DESIGN_NAME = seq_detector
export DESIGN_NICKNAME = seq_detector
export VERILOG_FILES = /design/flow/design.v
export SDC_FILE = /design/flow/constraint.sdc
export NUM_CORES = 4
export LEC_CHECK = 1
export CORE_AREA = 10 10 70 70
export DIE_AREA = 0 0 80 80
==> flow/constraint.sdc <==
current_design seq_detector

set clk_period 1.6
set clk_io_pct 0.2

create_clock -name clk0 -period $clk_period [get_ports {clk}]

set non_clock_inputs [all_inputs -no_clocks]
set_input_delay [expr $clk_period * $clk_io_pct] -clock clk0 $non_clock_inputs
set_output_delay [expr $clk_period * $clk_io_pct] -clock clk0 [all_outputs]
==> ci_impl_report.md <==
## PnR job results

| Metric | Value |
|---|---|
| Status | finished clean |
| H-tree Lvls | 1 |
| Tmin final | 1.50 ns |
| Core area | 3420 sq um |
| Crit path capture type | primary output |
| Pint | 240 uW |
| Layout area overhead | 84.3% |
| Grt total ovfl | 0 |
| Worst Path Class, Setup | register to primary output |
| # fillers | 414 |
| Switching share of power | 21.1% |
| Yosys chip area | 144 sq um |
| Grt met1 use | 1.20% |
| Clock Tree Root | clkbuf_4 |
| Diodes inserted | 0 |
| Vias in the first global route | 115 |
| Tot GR Track Use | 1.07% |
| PnR Total Power | 304 uW |
| Dominant logic cell types in the final layout | nor2_1, dfrtp_1, clkbuf_4 |
| Slew @ Worst Pin | 0.162 ns |
| Final Skew | 0.00546 ns |
| Ys flops | 4 |
| Combinational share of power | 13.1% |
| PortBufs | 3 |
| Mapped Avg Cell Area | 13.1 sq um |
| Final Hold Vio Count | 0 |
| Via density per instance | 1.48 |
| Pwr Density | 1150 nW/um^2 |
| Final WL | 322 microns |
| Worst-path fanout max | 2 |
| Slew HR | 89.2% |
| I/O Pins | 4 |
| # setup viols final | 0 |
| Top cells, area | dfrtp_1, dfstp_2, mux2_4 |
| Rows | 21 |
| OpenROAD warning count | 25 |
| Vias | 96 |
| Post-Route Setup TNS | 0 ns |
| Yosys cell types | 7 |
| Top cell area share | 52.2% |
| Pleak | 0.000104 uW |
| Clock Sinks | 4 |
| Wire per inst | 4.95 microns |
| Placed Instances | 61 |
| Post-Syn Area | 144 sq um |
| CTS Buffer Depth | 2 |
| Initial antenna violation count | 0 |
| Clk pwr share | 45.1% |
| Chip area | 6400 sq um |
| Pre-antenna DRT Iters | 1 |
| Max-slew violations | 0 |
| Die H | 80 microns |
| Worst EP required | 1.28 ns |
| RSZ-0062 raised after global routing | no |
| Post-Place Setup Slack | -0.152 ns |
| MaxCap Viol Count | 0 |
| Cell Count, Final, Fillers Out | 65 |
| Arr. time, crit path | 1.18 ns |
| Period Utilization, post-route | 93.7% |
| Num CTS Buffers | 3 |
| Clock slew at reported path FFs | 0.04 ns |
| Post-CTS Setup Repair Bufs | 0 |
| Antenna-violating nets left | 0 |
| Peak supply drop | 0.142 mV |
| Late-Pin Clk Latency | 0.24 ns |
| Seq/Total Area, Yosys | 70.4% |
| Critical path startpoint category | register |
| Yosys Warn Count | 1 |
| Switch Pwr | 64.3 uW |
| Gate count of the mapped netlist | 11 |
| Share of cells above drive strength 1 | 36.8% |
| Worst min path class | input pin to asynchronous set/reset pin |
| Peak Freq | 0.667 GHz |
| Largest net degree at the start of global routing | 5 |
| Global-route wire length before repair | 476 microns |
| Part of the power in registers | 41.8% |
| Setup ws final | 0.102 ns |
| # DRC | 0 |
| Iteration-0 DRC count of the detailed router | 0 |
| Gpl congestion | 0.585 |
| Global route hottest layer | met1 |
| Met2 GRT Util | 1.12% |
| # Cells Yosys | 11 |
| Pre-Place Util | 4.21% |
| Area leader, netlist | dfrtp_1 |
| CTS tree | yes |
| Die width | 80 microns |
| Met3 Resource Use GR | 1.14% |
==> routing by layer <==
metal / wire, microns / up-vias / share of wire, %
met5: 0 / - / 0
met4: 0 / 0 / 0
met3: 47 / 0 / 15
met2: 120 / 3 / 37
met1: 154 / 44 / 48
li1: - / 49 / -
==> cell families after synthesis <==
| group | count (synthesis) | share of synthesized area [%] |
|---|---|---|
| flops | 4 | 70.4 |
| simple gates | 4 | 13.0 |
| buf+inv | 1 | 2.61 |
| mux | 1 | 10.4 |
| compound gates | 1 | 3.47 |
==> synthesized netlist by cell type <==
library cell  count
and2_2            1
inv_1             1
mux2_4            1
dfrtp_1           3
a21oi_1           1
dfstp_2           1
nor2_1            3
==> power groups by stage <==
stage	Clock [uW]	Combinational (uW)	Sequential [uW]
4_1_cts	147	40.8	127
5_1_grt	152	43.9	129
6_report	137	39.9	127
==> worst paths after layout <==
| kind | from | to | slack [ns] | depth (start not counted) |
|---|---|---|---|---|
| hold / removal | rst | asynchronous set/reset pin | 0.27 | 2 |
| setup reg to reg | cs[0]$_DFF_PP1_ | register | 0.84 | 2 |
| min in group clk0 | in | cs[3]$_DFF_PP0_ | 0.48 | 2 |
| max in group asynchronous | rst | cs[0]$_DFF_PP1_ | 1.10 | 2 |
| hold reg to reg | register | register | 0.51 | 1 |
| setup / recovery | register | y | 0.10 | 2 |
==> critical path, stage by stage, from the launching register on <==
cell and delay, ns:
dfrtp_1 0.34, and2_4 0.15, clkdlybuf4s50_1 0.46
==> what timing repair did <==
item	4_1_cts	5_1_grt
endpoints found under the setup margin	1	0
hold buffers	0	0
resized	2	0
hold endpoints to repair	0	0
==> cell type report <==
class,instances,area (sq um),share of cell area (%)
clock buffers,4,26.3,9.91
inverters,1,3.75,1.42
flip-flops and latches,4,101,38.2
well taps,46,57.6,21.7
repair buffers,4,36.3,13.7
multi-input cells,6,40.0,15.1
==> metrics by stage <==
stage / instance area (sq um) / hold slack, ns / util, %
2_1_floorplan: 144 / 0.0854 / -
3_3_place_gp: 239 / 0.469 / 7.00
3_5_place_dp: 239 / 0.498 / 7.00
4_1_cts: 265 / 0.269 / 7.77
5_1_grt: 265 / 0.288 / 7.77
6_report: 265 / 0.275 / 7.77
Power and IR drop assume default switching activity.
