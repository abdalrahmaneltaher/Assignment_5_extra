[flow/run.sh]
#!/bin/bash
# OpenROAD 26Q1-2900-gdf79404cd8, Yosys 0.63+post, stock flow scripts
make -C /OpenROAD-flow-scripts/flow DESIGN_CONFIG=/design/flow/config.mk WORK_HOME=/design/flow/orfs finish
[flow/constraint.sdc]
current_design CRC_detect

set clk_period 1.2
set clk_io_pct 0.2

create_clock -name clk0 -period $clk_period [get_ports {clk}]

set non_clock_inputs [all_inputs -no_clocks]
set_input_delay [expr $clk_period * $clk_io_pct] -clock clk0 $non_clock_inputs
set_output_delay [expr $clk_period * $clk_io_pct] -clock clk0 [all_outputs]
[flow/config.mk]
export PLATFORM = sky130hd
export DESIGN_NAME = CRC_detect
export DESIGN_NICKNAME = CRC_detect
export VERILOG_FILES = /design/flow/design.v
export SDC_FILE = /design/flow/constraint.sdc
export NUM_CORES = 4
export LEC_CHECK = 1
export CORE_AREA = 10 10 70 70
export DIE_AREA = 0 0 80 80
[flow/design.v]
module CRC_detect(clk,reset_n,data_in,data_valid,crc);
    input clk,reset_n,data_in,data_valid;
    output reg [3:0]  crc;
    wire xor_out_1,xor_out_2;
    assign xor_out_1 = data_in^crc[3];
    assign xor_out_2 = crc[0]^crc[3] ; 
    always @(posedge clk or negedge reset_n) begin
        if(~reset_n)
            crc<=0;
        else begin
            if(data_valid) begin
                crc[0] <= xor_out_1 ;
                crc[1] <= xor_out_2 ;
                crc[2] <= crc[1];
                crc[3] <= crc[2];
            end
        end
    end
endmodule
==> results.txt <==
Placed Cells -> 67
Detailed Place HPWL -> 359 µm
main flop type -> dfrtp_1
OpenROAD warning count -> 25
CP max stage delay -> 0.39 ns
global route overflow -> 0
drt total wl -> 472 µm
Die Area -> 6400 µm²
Late-Pin Clk Latency -> 0.23 ns
cell count after synthesis -> 12
biggest regs -> crc x4
P_leak -> 0.126 nW
final worst setup slack -> 0.0878 ns
final setup TNS -> 0 ns
largest reg by FF count -> crc
CTS clk-pin slew, worst paths -> 0.04 ns
first-pass GRT wire length -> 772 µm
drt wl/cell -> 6.56 µm
Post-synth seq share -> 0.635
CP max stage cell -> dfrtp_1
Layout Skew -> 0.00373 ns
ant diodes -> 0
core area -> 3420 µm²
critical path arrival -> 0.87 ns
status -> completed
antenna violations before repair -> 0
die width -> 80 µm
Dominant combinational family -> multiplexers
critical path data required time -> 0.96 ns
CP top delay family -> flip-flops
Ys Warns -> 1
hold crit path type -> input pin to async pin
FF-to-FF setup slack -> 0.32 ns
CTS tree -> yes
Tot GR Track Use -> 0.0169
CP Capture Type -> output pin
vias in the first global route -> 154
chip height -> 80 µm
max reg flops -> 4
fmax -> 899 MHz
top cells, area -> dfrtp_1 (63%), mux2_2 (14%), xnor2_1 (11%)
# IOs -> 8
area grow syn2layout -> 111%
Synth Cell Area -> 158 µm²
Root Buffer -> clkbuf_4
flops & latches, synth -> 4
Synth area leader -> dfrtp_1
MUX area fraction -> 0.143
largest net degree at the start of global routing -> 5
yosys simple share -> 0.0476
dpl ws -> -0.0369 ns
R2R cell count -> 2
via count -> 144
Worst slew margin -> 0.872
Detail Route Antenna Nets -> 0
critical path, cell by cell -> dlygate4sd2_1
Via density -> 2.00
Port Buffer Count -> 7
Max Cap Viol -> 0
Synth Area in XOR/XNOR -> 0.111
Synth Area in Compound Gates -> 0.0635
Non-Filler Instances -> 72
Mapped Avg Cell Area -> 13.1 µm²
DRT iter0 DRCs -> 0
critical path depth -> 1
Post-synth top cells -> dfrtp_1 (4), a21oi_1 (2), mux2_2 (2), nor2_1 (2), xnor2_1 (2)
hold violation count in the final report -> 0
Adder Share, Synth -> 0
Tmin final -> 1.11 ns
YS chip area -> 158 µm²
Peak VDD IR -> 0.000346 V
final setup violating endpoints -> 0
count leader, synth -> dfrtp_1
Worst Tran Pin Value -> 0.191 ns
CP Launch Type -> flip-flop
drt pass-1 iters -> 1
clock sink total -> 4
Core Density at Floorplan -> 0.0462
critical path type -> flip-flop to output pin
Slew Limit Fails -> 0
RSZ-0062 raised after global routing -> no
CTS buffer count -> 3
drt drc -> 0
Filler cells -> 401
H-tree Lvls -> 1
worst r2r dst -> crc[3]$_DFFE_PN0P_
layout cells sized above 1 -> 0.346
CP bufs+invs -> 1
number of enable flip-flop cells -> 0
Max FO, Critical Path -> 3
routability cong. -> 0.739
worst r2r src -> crc[3]$_DFFE_PN0P_
Async SR Flop Fraction -> 1.00
Netlist cell types -> 5
final period utilization -> 0.927
CTS Buffer Depth -> 2
Pwr Density -> 2050 nW/µm²
FP Rows -> 21
ys cells -> 12
Max-area cell share -> 0.635
## routing by layer
metal / up-vias / share of wire / track usage
met5: - / 0 / 0
met4: 0 / 0 / 0.00528
met3: 0 / 0.24 / 0.0261
met2: 10 / 0.24 / 0.0120
met1: 64 / 0.51 / 0.0214
li1: 70 / - / -
## metrics by stage
stage / hold slack, ns / util / cell area [µm²] / power (mW)
CTS: 0.204 / 0.0974 / 333 / 0.698
detailed placement: 0.455 / 0.0879 / 300 / 0.526
finish: 0.210 / 0.0974 / 333 / 0.683
floorplan: -0.0556 / - / 158 / 0.327
global route: 0.214 / 0.0974 / 333 / 0.751
global placement: 0.452 / 0.0879 / 300 / 0.518
## cell type report
cell class / instances / area [µm²] / share of cell area
clock buffer: 3 / 22.5 / 0.0677
multi-input combinational: 8 / 57.6 / 0.173
tap: 46 / 57.6 / 0.173
sequential: 4 / 100 / 0.301
timing repair buffer: 11 / 95.1 / 0.286
## how the worst max path moves through the flow
stage,startpoint,to,slack (ns)
4_1_cts,crc[2]$_DFFE_PN0P_,crc[2],0.06
5_1_grt,crc[2]$_DFFE_PN0P_,crc[2],0.03
6_report,crc[2]$_DFFE_PN0P_,crc[2],0.09
## power breakdown
group	total [mW]	internal [mW]	switching, mW
sequential	0.235	0.200	0.0348
clock	0.165	0.112	0.0536
combinational	0.283	0.195	0.0881
total	0.683	0.506	0.176
## cell families after synthesis
kind of cell     after synthesis
AND/OR/NAND/NOR                2
AND-OR/OR-AND                  2
flip-flops                     4
XOR/XNOR                       2
multiplexers                   2
## cell usage in the layout (no fill, tap or decap)
master | Yosys | routed
a21oi_1 | 2 | 2
nor2_1 | 2 | 2
xnor2_1 | 2 | 2
dfrtp_1 | 4 | 4
clkdlybuf4s50_1 | 0 | 3
dlygate4sd2_1 | 0 | 4
buf_4 | 0 | 4
mux2_2 | 2 | 2
clkbuf_4 | 0 | 3
## timing repair
action                     4_1_cts  5_1_grt
hold buffers                     0        0
setup buffers                    2        0
hold endpoints to repair         0        0
resized                          4        0
setup endpoints to repair        4        0
Power is estimated from default activity; no workload was simulated.
